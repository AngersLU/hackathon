--- design/flow/config.mk ---
export PLATFORM = sky130hd
export DESIGN_NAME = max_min
export DESIGN_NICKNAME = max_min
export VERILOG_FILES = /design/flow/design.v
export SDC_FILE = /design/flow/constraint.sdc
export NUM_CORES = 4
export LEC_CHECK = 1
export CORE_AREA = 10 10 70 70
export DIE_AREA = 0 0 80 80
--- design/flow/constraint.sdc ---
current_design max_min

set clk_period 4.2
set clk_io_pct 0.2

create_clock -name clk0 -period $clk_period

set non_clock_inputs [all_inputs -no_clocks]
set_input_delay [expr $clk_period * $clk_io_pct] -clock clk0 $non_clock_inputs
set_output_delay [expr $clk_period * $clk_io_pct] -clock clk0 [all_outputs]
--- design/flow/run.sh ---
#!/bin/bash
# OpenROAD 26Q1-2900-gdf79404cd8, Yosys 0.63+post, stock flow scripts
make -C /OpenROAD-flow-scripts/flow DESIGN_CONFIG=/design/flow/config.mk WORK_HOME=/design/flow/orfs finish
--- design/flow/design.v ---
module max_min # (
    parameter width = 8
) (
    input  [width-1:0] a,
    input  [width-1:0] b,
    output [width-1:0] max,
    output [width-1:0] min
);
    wire big = a >= b;
    assign {max, min} = big ? {a, b} : {b, a};
endmodule
==> qor.yml <==
layout:
  regArea_um2: 0
  areaGrowthSynthToFinish_pct: 83.8
  fillerInstances: 372
  drive_gt1_share_pct: 26.3
  flop-count: 0
  final_util_pct: 24.2
  num-clock-buffers: 0
  design_area_um2: 826
place:
  dp_hpwl_um: 1210
  dpl_cell_area_um2: 822
  gp_congestion: 0.787
  port_buffers: 32
  post-place-ws_ns: -0.105
die:
  fp.coreArea_mm2: 0.00342
  die_x_um: 80
  io_pins: 32
  chipArea_mm2: 0.00640
  fp-utilization_pct: 13.2
  die_y_um: 80
  num_rows: 21
timing:
  rsz0062_at_grt: "false"
  setup_ws_ns: 0.123
  max_freq_mhz: 245
  finalHoldViolCount: 0
  drv_slew: 0
  worst_slew_pin_slew_ns: 0.237
  finalSetupViolations: 0
  maxSlewHeadroom_pct: 84.2
  period_needed_ns: 4.08
  tns_ns: 0
  fin_crit_sh_pct: 97.1
synthesis:
  top_cell_area_share_pct: 33.4
  most_common_cell: "mux2_4"
  synth_seq_share_pct: 0
  postSynthAreaPerCell_um2: 10.4
  top_cells_by_count: "mux2_4 (10), inv_1 (9), ha_1 (8), mux2_2 (6), o21ai_0 (2)"
  ys_warn_count: 0
  synthCells: 43
  yosys_cells: 43
  synth.distinct_cells: 13
  largest_area_cell: "mux2_4"
  synth_area_um2: 449
  ys_chip_area_um2: 449
  area_leaders: "mux2_4 (33%), ha_1 (22%), mux2_2 (15%)"
detailed_routing:
  vias: 423
  antenna_cells_inserted: 0
  dr.first_iter.drc_count: 4
  ant_nets: 0
  drc: 0
  wl_per_cell_um: 10.7
  drt_first_pass_iters: 2
  wl_um: 1310
  via_per_inst: 3.47
flow_run:
  tool_warnings: 32
  cap_violations: 0
power:
  irDropWorstVdd_mv: 0.0262
  leakage_uw: 0.000381
  power_density_mw_per_mm2: 132
critical_path:
  critPathLaunch: "a[1]"
  worstPathMaxFanout: 8
  cp_data_arrival_time_ns: 3.24
  start_kind: "input port"
  critPathCaptureType: "output port"
  setup.worst_path.class: "input port to output port"
  required_ns: 3.36
global_routing:
  track_usage_pct: 3.63
  grt_first_pass_wirelength_um: 1940
  overflow: 0
  grt_max_degree: 9
  grt_antenna_before_repair: 0
  grt_pass1_vias: 401
worst_hold_path:
  worstHoldPathCells: 3
  hold_start: "a[0]"
  hold_path_end: "max[0]"
  hp-class: "input port to output port"
clock_tree:
  cts_setup_buffers: 0
status:
  status: "finished clean"
## repair_timing
item / CTS / global route
hold buffers: 0 / 0
pin swaps: 2 / 1
setup endpoints to repair: 16 / 4
resized: 5 / 0
endpoints found under the hold margin: 0 / 0
## kinds of logic (layout without fill, tap and decap cells)
group / Yosys count / in the layout / synth area share [%]
and+or+nand+nor: 3 / 3 / 5.29
AOI/OAI and AO/OA: 6 / 6 / 12.0
buffers and inverters: 10 / 43 / 12.0
adders and majority gates: 8 / 8 / 22.3
muxes: 16 / 16 / 48.5
## metal layers
metal	global-route usage, %	vias to the layer above	share of wire [%]
li1	-	221	-
met1	4.69	189	44
met2	6.42	13	50
met3	0.682	0	6.7
met4	0	0	0
met5	0	-	0
## cell type report
class / count / area, um2 / share of cell area (%)
multi-input cells: 33 / 395 / 47.9
repair buffers: 34 / 339 / 41.1
well taps: 46 / 57.6 / 6.97
inverters: 9 / 33.8 / 4.09
## cells in the final DEF (no fill, tap or decap), drive strengths merged
| cell type | Yosys | layout |
|---|---|---|
| a2111o | 1 | 1 |
| a211oi | 2 | 2 |
| a21oi | 1 | 1 |
| buf | 1 | 2 |
| clkdlybuf4s50 | 0 | 29 |
| dlygate4sd2 | 0 | 3 |
| ha | 8 | 8 |
| inv | 9 | 9 |
| mux2 | 16 | 16 |
| nand2b | 1 | 1 |
| nand4 | 1 | 1 |
| nor2 | 1 | 1 |
| o21ai | 2 | 2 |
## worst max-delay path: stages
cell             delay (ns)
clkdlybuf4s50_1        0.45
ha_1                   0.30
a2111o_1               0.45
a211oi_4               0.26
buf_6                  0.19
mux2_2                 0.34
clkdlybuf4s50_1        0.41
## where the power goes
part	leakage [uW]	total (uW)	switching, uW	internal, uW
Combinational	0.000381	109	31.0	78.4
Clock	0	0	0	0
Sequential	0	0	0	0
## stage by stage
step	hold slack [ns]	power (uW)	cells
after floorplan	1.78	52.6	43
after detailed placement	2.78	111	122
final	2.51	109	122
after CTS	2.52	112	122
after global routing	2.53	119	122
after global placement	2.77	111	122
## how the worst max path moves through the flow
stage | to | slack (ns) | depth (start not counted)
final | min[4] | 0.12 | 7
after global routing | max[7] | 0.02 | 9
after CTS | min[4] | 0.06 | 7
Power and IR drop assume default switching activity.
